==> flow/design.v <==
`timescale 1ns / 1ps
module stopw(
    input Pause,
    input Reset,
    input Adjust,
    input Clock,
    input Select,
    output [3:0] Minute0,
    output [3:0] Minute1,
    output [3:0] Second0,
    output [3:0] Second1,
    output [7:0] seg,
    output [3:0] an
    );
    wire [5:0] Instruction;
	wire SecondsClock;
	wire MinutesClock;
	wire ResetForTimer;
	wire SecondsCount;
	wire MinutesCount;
	wire overflowSeconds;
	wire slowClock;
	wire fastClock;
	wire fasterClock;
	wire blinkyClock;
    wire [3:0] minute0;
    wire [3:0] minute1;
    wire [3:0] second0;
    wire [3:0] second1;
    clockConverter clockC (
		.Clock(Clock), 
        .Reset(Reset),
		.slowClock(slowClock), 
		.fastClock(fastClock), 
		.fasterClock(fasterClock), 
		.blinkyClock(blinkyClock)
	);
	state s (
		.Pause(Pause), 
		.ResetIn(Reset), 
		.Adjust(Adjust), 
		.Clock(Clock), 
		.Select(Select),
		.Instruction(Instruction)
	);
	instructionDecoder instDec (
		.Instruction(Instruction), 
		.SlowClock(slowClock), 
		.FastClock(fastClock), 
		.SecondsClock(SecondsClock), 
		.MinutesClock(MinutesClock), 
		.Reset(ResetForTimer), 
		.SecondsCount(SecondsCount), 
		.MinutesCount(MinutesCount), 
		.overflowSeconds(overflowSeconds)
	);
	timer timerMain (
		.SecondsClock(SecondsClock),
		.MinutesClock(MinutesClock),
		.Reset(Reset),
		.SecondsCount(SecondsCount),
		.MinutesCount(MinutesCount),
        .overflowSeconds(overflowSeconds),
		.Minute0(minute0),
		.Minute1(minute1),
		.Second0(second0),
		.Second1(second1)
	);
    timeToDisplay ttd (
        .Clock(fasterClock),
        .Reset(Reset),
        .Minute0(minute0),
        .Minute1(minute1),
        .Second0(second0),
        .Second1(second1),
        .seg(seg),
        .an(an)
    );
    assign Minute0 = minute0;
    assign Minute1 = minute1;
    assign Second0 = second0;
    assign Second1 = second1;
endmodule
module timeToDisplay (
    input Clock,
    input Reset,
    input [3:0] Minute0,
    input [3:0] Minute1,
    input [3:0] Second0,
    input [3:0] Second1,
    output [7:0] seg,
    output [3:0] an
    );
    reg [7:0] seg;
    reg [3:0] an;
    localparam STATE0 = 2'b00,
               STATE1 = 2'b01,
               STATE2 = 2'b10,
               STATE3 = 2'b11;
    wire [7:0] Minute0Display;
    wire [7:0] Minute1Display;
    wire [7:0] Second0Display;
    wire [7:0] Second1Display;
    reg [1:0] nextState;
    reg [1:0] state;
    digitToDisplay min0 (
        .Clock(Clock),
        .Digit(Minute0),
        .Display(Minute0Display)
    );
    digitToDisplay min1 (
        .Clock(Clock),
        .Digit(Minute1),
        .Display(Minute1Display)
    );
    digitToDisplay sec0 (
        .Clock(Clock),
        .Digit(Second0),
        .Display(Second0Display)
    );
    digitToDisplay sec1 (
        .Clock(Clock),
        .Digit(Second1),
        .Display(Second1Display)
    );
    always @ (*) begin
        an = 4'b1111;
        seg = 8'b0000_0000;
        case(state)
            STATE0: an = 4'b1110;
            STATE1: an = 4'b1101;
            STATE2: an = 4'b1011;
            STATE3: an = 4'b0111;
        endcase
        case(state)
            STATE0: seg = Second0Display;
            STATE1: seg = Second1Display;
            STATE2: seg = Minute0Display;
            STATE3: seg = Minute1Display;
        endcase
    end
    always @ (posedge Clock or posedge Reset) begin
        if (Reset) begin
            state <= STATE0;
        end else begin
            state <= nextState;
        end
    end
    always @ (*) begin
        nextState = state;
        case(state)
            STATE0: nextState = STATE1;
            STATE1: nextState = STATE2;
            STATE2: nextState = STATE3;
            STATE3: nextState = STATE0;
        endcase
    end
endmodule
module digitToDisplay (
    input Clock,
    input [3:0] Digit,
    output [7:0] Display
    );
    reg [7:0] Display;
    always @ (posedge Clock) begin
        Display = 0;
        case (Digit)
            4'h0: Display = 8'b00111111;
            4'h1: Display = 8'b00000110;
            4'h2: Display = 8'b01011011;
            4'h3: Display = 8'b01001111;
            4'h4: Display = 8'b01100110;
            4'h5: Display = 8'b01101101;
            4'h6: Display = 8'b01111101;
            4'h7: Display = 8'b00000111;
            4'h8: Display = 8'b01111111;
            4'h9: Display = 8'b01101111;
            default: Display = 8'b00000000;
        endcase
        Display = ~Display;
    end
endmodule
module clockConverter (
    input Reset,
    input Clock,  
    output slowClock,  
    output fastClock,  
    output fasterClock,  
    output blinkyClock  
);
    wire slowCarry;
    wire fastCarry;
    wire fasterCarry;
    wire blinkyCarry;
    counterN #(
        .N('d100_000_000)
    ) slowClockCounter (
		.Clock(Clock), 
		.Reset(Reset), 
		.Data(0), 
		.Load(0), 
		.Count(1),
		.Carry(slowCarry)
    );
    counterN #(
        .N('d50_000_000)
    ) fastClockCounter (
		.Clock(Clock), 
		.Reset(Reset), 
		.Data(0), 
		.Load(0), 
		.Count(1),
		.Carry(fastCarry)
    );
    counterN #(
        .N('d500_000)
    ) fasterClockCounter (
		.Clock(Clock), 
		.Reset(Reset), 
		.Data(0), 
		.Load(0), 
		.Count(1),
		.Carry(fasterCarry)
    );
    counterN #(
        .N('d20_000_000)
    ) blinkyCounter (
		.Clock(Clock), 
		.Reset(Reset), 
		.Data(0), 
		.Load(0), 
		.Count(1),
		.Carry(blinkyCarry)
    );
    assign slowClock = slowCarry;
    assign fastClock = fastCarry;
    assign fasterClock = fasterCarry;
    assign blinkyClock = blinkyCarry;
endmodule
module state (
    input Pause,
    input ResetIn,
    input Adjust,
    input Clock,
    input Select,
    output [5:0] Instruction
    );
    reg [5:0] Instruction;
    parameter SLOW = 1'b0;
    parameter FAST = 1'b1;
    parameter NORMAL = 2'b00;
    parameter [5:0] normalOutput = 6'b000101;
    parameter PAUSED = 2'b01;
    parameter [5:0] pausedOutput = 6'b000000;
    parameter UPDATESECOND = 2'b11;
    parameter [5:0] updateSecondOutput = 6'b100100;
    parameter UPDATEMINUTE = 2'b10;
    parameter [5:0] updateMinuteOutput = 6'b010010;
    parameter [5:0] resetOutput = 6'b001000;
    reg [1:0] state = NORMAL;
    reg previousPauseValue;
    always @(posedge Clock) begin 
        if (ResetIn) begin
            Instruction = resetOutput;
        end else begin
            case (state)
                NORMAL: begin
                    if (Pause & ~previousPauseValue) begin
                        state = PAUSED;
                        Instruction = pausedOutput;
                    end else if (Adjust) begin
                        if (Select) begin
                            state = UPDATESECOND;
                            Instruction = updateSecondOutput;
                        end else begin
                            state = UPDATEMINUTE;
                            Instruction = updateMinuteOutput;
                        end
                    end else begin
                        Instruction = normalOutput;
                    end
                end
                PAUSED: begin
                    if (Pause & ~previousPauseValue) begin
                        if (Adjust) begin
                            if (Select) begin
                                state = UPDATESECOND;
                                Instruction = updateSecondOutput;
                            end else begin
                                state = UPDATEMINUTE;
                                Instruction = updateMinuteOutput;
                            end
                        end else begin
                            state = NORMAL;
                            Instruction = normalOutput;
                        end
                    end else begin
                        Instruction = pausedOutput;
                    end
                end
                UPDATESECOND: begin
                    if (Pause & ~previousPauseValue) begin
                        state = PAUSED;
                        Instruction = pausedOutput;
                    end else if (!Adjust) begin
                        state = NORMAL;
                        Instruction = normalOutput;
                    end else if (!Select) begin
                        state = UPDATEMINUTE;
                        Instruction = updateMinuteOutput;
                    end else begin
                        Instruction = updateSecondOutput;
                    end
                end
                UPDATEMINUTE: begin
                    if (Pause & ~previousPauseValue) begin
                        state = PAUSED;
                        Instruction = pausedOutput;
                    end else if (!Adjust) begin
                        state = NORMAL;
                        Instruction = normalOutput;
                    end else if (Select) begin
                        state = UPDATESECOND;
                        Instruction = updateSecondOutput;
                    end else begin
                        Instruction = updateMinuteOutput;
                    end
                end
            endcase
        end
        previousPauseValue <= Pause;
    end
endmodule
module instructionDecoder(
    input [5:0] Instruction,
    input SlowClock,
    input FastClock,
    output SecondsClock,
    output MinutesClock,
    output Reset,
    output SecondsCount,
    output MinutesCount,
    output overflowSeconds
    );
    assign SecondsClock = Instruction[5] ? FastClock : SlowClock;
    assign MinutesClock = Instruction[4] ? FastClock : SlowClock;
    assign Reset = Instruction[3];
    assign SecondsCount = Instruction[2];
    assign MinutesCount = Instruction[1];
    assign overflowSeconds = Instruction[0];
endmodule
module timer(
    input SecondsClock,
    input MinutesClock,
    input Reset,
    input SecondsCount,
    input MinutesCount,
    input overflowSeconds,
    output [3:0] Minute0,
    output [3:0] Minute1,
    output [3:0] Second0,
    output [3:0] Second1
    );
    wire secondsCarry;
    wire minutesCarry;
    wire minutesCount;
    counter60 Seconds (
        .Clock(SecondsClock),
        .Reset(Reset),
        .Count(SecondsCount),
        .lowerDigit(Second0),
        .upperDigit(Second1),
        .Carry(secondsCarry)
    );
    assign minutesCount = (SecondsCount & secondsCarry & overflowSeconds) | MinutesCount;
    counter60 Minutes (
        .Clock(MinutesClock),
        .Reset(Reset),
        .Count(minutesCount),
        .lowerDigit(Minute0),
        .upperDigit(Minute1),
        .Carry(minutesCarry)
    );
endmodule
module counter60(
    input Clock,
    input Reset,
    input Count,
    output [3:0] lowerDigit,
    output [3:0] upperDigit,
    output Carry
    );
    wire lowerCarry;
    wire upperCarry;
    counterN #(
        .N('d10)
    ) lowerCounter (
		.Clock(Clock), 
		.Reset(Reset), 
		.Data(0), 
		.Load(0), 
		.Count(Count), 
		.Output(lowerDigit), 
		.Carry(lowerCarry)
    );
    wire upperCount;
    assign upperCount = lowerCarry & Count;
    counterN #(
        .N('d6)
    ) upperCounter (
		.Clock(Clock), 
		.Reset(Reset), 
		.Data(0),
		.Load(0), 
		.Count(upperCount), 
		.Output(upperDigit), 
		.Carry(upperCarry)
    );
    assign Carry = upperCarry & lowerCarry;
endmodule
module counterN #(parameter [26:0] N = 'd16)(
    input Clock,
    input Reset,
    input [26:0] Data,
    input Load,
    input Count,
    output [26:0] Output,
    output Carry
    );
    reg [26:0] state;
    always  @(posedge Clock or posedge Reset) begin
        if (Reset) begin
            state <= 0;
        end else if (Load) begin
            state <= Data;
        end else if (Count) begin
            if (state == N - 1) begin
                state <= 0;
            end else begin
                state <= state + 1;
            end
        end
    end
    assign Output = state;
    assign Carry = (state == N - 1) ? 1 : 0;
endmodule
==> flow/run.sh <==
#!/bin/bash
# OpenROAD 26Q1-2900-gdf79404cd8, Yosys 0.63+post, stock flow scripts
make -C /OpenROAD-flow-scripts/flow DESIGN_CONFIG=/design/flow/config.mk WORK_HOME=/design/flow/orfs finish
==> flow/config.mk <==
export PLATFORM = sky130hd
export DESIGN_NAME = stopw
export DESIGN_NICKNAME = stopw
export VERILOG_FILES = /design/flow/design.v
export SDC_FILE = /design/flow/constraint.sdc
export NUM_CORES = 4
export LEC_CHECK = 1
export CORE_UTILIZATION = 50
==> flow/constraint.sdc <==
current_design stopw

set clk_period 5.8
set clk_io_pct 0.2

create_clock -name clk0 -period $clk_period [get_ports {Clock}]

set non_clock_inputs [all_inputs -no_clocks]
set_input_delay [expr $clk_period * $clk_io_pct] -clock clk0 $non_clock_inputs
set_output_delay [expr $clk_period * $clk_io_pct] -clock clk0 [all_outputs]
==> results_slide.txt <==
Key Metrics from the Run

Global routing
  • Antenna violations before repair: 0
  • First-pass GRT wire length: 35490 microns
  • Gr ovfl total: 0
  • Largest net degree at the start of global routing: 124
  • Vias in the first global route: 7384
  • GRT Overall Usage: 19.98%

Timing
  • Endpoints failing setup: 0
  • Peak Freq: 0.4311 GHz
  • Rel. slew slack: 47.67%
  • Final WS setup: 3481 ps
  • Fin Setup TNS: 0 ps
  • RSZ-0062 raised after global routing: false
  • Count of unclocked register or latch pins: 140
  • Number of unconstrained endpoints: 167
  • Tightest Pin Transition: 779.0 ps
  • Final slew viol count: 0
  • Final min period: 2319 ps
  • Worst Skew: 5.391 ps
  • Fin crit share: 39.99%
  • Hold Violations, Final: 0

Yosys
  • Yosys synthesis chip area: 11070 sq um
  • Yosys reg bits: 228
  • Avg Inst Size Synth: 9.767 sq um
  • Post-synth EDFFs: 2
  • And+or+nand+nor area frac: 24.19%
  • Comb area leader: simple AND/OR/NAND/NOR gates
  • Compound Share, Synth: 7.259%
  • Xor/xnor share: 11.48%
  • Synth Area in Adders: 3.053%
  • Asr flop ratio synth: 84.65%
  • Number of cells in Yosys stat: 1133
  • Main synth FF type: dfrtp_1
  • Post-Syn Instances: 1133
  • Seq/Total Area, Yosys: 50.17%
  • Mapped Area: 11070 sq um
  • Area fraction in mux cells: 0.4975%
  • Synth Warn #: 27
  • Distinct lib cells: 57

Critical path
  • Reg-to-reg setup timing slack: 3480 ps
  • Worst-path fanout max: 18
  • CP Data Arrival Time: 2510 ps
  • CP Capture Type: flip-flop
  • Worst r2r src: clockC.slowClockCounter.state[8]
  • Data required, critical path: 5990 ps
  • Critical R2R Capture: clockC.slowClockCounter.state[5]
  • Startpoint Class: flip-flop
  • Crit path kind: flip-flop to flip-flop
  • R2R cell count: 4

Floorplan
  • Die y size: 150.8 microns
  • Standard-cell rows: 54
  • Die W: 150.8 microns
  • Die area: 22730 sq um
  • I/O pins: 33
  • Fp_density: 50.86%
  • Placeable Area: 21760 sq um

Clocking
  • Post-cts gate resize count: 0
  • Root Driver: clkbuf_16
  • Worst-path clk slew: 60 ps
  • Worst-skew pair later-pin latency: 340 ps
  • CTS tree: done
  • Setup Fix Bufs, Post-CTS: 0
  • Num CTS Buffers: 9
  • Post-cts hold buffer count: 0
  • CTS max path bufs: 2
  • H-Tree Depth: 3

Min path
  • Hold Crit Class: flip-flop to flip-flop
  • Min-delay src: clockC.slowClockCounter.state[0]
  • Hold worst-path end: clockC.slowClockCounter.state[0]
  • Hold depth: 1

Route
  • Drt initial violations: 339
  • Final WL: 20410 microns
  • Metal-1 WL: 10520 microns
  • WL per Instance: 14.39 microns
  • Vias per Instance: 5.411
  • Routed via count: 7673
  • WL met3: 591 microns
  • Final ANT Viol Nets: 0
  • Router iterations before antenna repair: 5
  • Met2 WL: 9153 microns
  • Drt drc: 0
  • Antenna Diode Count: 0
  • Max Used Layer: met4

Power and ir drop
  • PnR Total Power: 0.001320 W
  • Internal: 0.001051 W
  • Switching power: 0.0002684 W
  • Gate power share: 3.8%
  • Sw Ratio: 20.34%
  • Clk pwr share: 49.0%
  • Power Density: 111.1 nW/um^2
  • Static Leak: 5.237 nW
  • Share of power burned in registers: 47.3%
  • Maximum VDD drop: 0.1801 mV

Placement
  • Placed insts: 1402
  • Number of I/O port buffers: 31
  • Gp weighted congestion: 0.8412
  • Worst slack, placed: 3094 ps
  • HPWL after DPL: 14290 microns

Run status
  • Status: complete, no violations

Cells and area
  • Fillers: 1914
  • Finished Layout Cells: 1418
  • Layout cells sized above 1: 4.306%
  • Area growth syn-to-layout: 7.383%

Flow run
  • Tool warning count: 47
  • Max-cap violations: 0
## logic make-up after synthesis
| group | count (synthesis) |
|---|---|
| AND/OR/NAND/NOR | 521 |
| flip-flops | 228 |
| AND-OR/OR-AND | 128 |
| other | 1 |
| adder cells (fa/ha/maj) | 27 |
| buffers and inverters | 78 |
| multiplexers | 5 |
| XOR/XNOR | 145 |
## how the worst max path moves through the flow
stage,to,from,slack (ps),cells past startpoint
finish,clockC.slowClockCounter.state[5],clockC.slowClockCounter.state[8],3480,4
global route,clockC.slowClockCounter.state[16],clockC.slowClockCounter.state[8],3310,4
CTS,s.Instruction[2],Reset,3450,4
## worst max-delay path, stage by stage (launching register included)
cell,delay [ps]
dfrtp_1,440
or4b_2,640
nor4_1,310
and2_1,660
nor2_1,120
## cell usage after synthesis (3+ instances only)
cell type | instances | area [sq um]
dfrtp_1 | 189 | 4730
nor2_1 | 129 | 484.2
nand2_1 | 108 | 405.4
xnor2_1 | 82 | 718.2
nand3_1 | 79 | 395.4
xor2_1 | 63 | 551.8
nand4_1 | 52 | 325.3
o21ai_0 | 49 | 245.2
a21oi_1 | 36 | 180.2
and3_1 | 33 | 206.5
dfxtp_1 | 33 | 660.6
inv_1 | 28 | 105.1
ha_1 | 27 | 337.8
clkbuf_1 | 23 | 86.33
nor4_1 | 23 | 143.9
nor3_1 | 19 | 95.09
buf_4 | 17 | 127.6
and4_1 | 13 | 113.9
nand2b_1 | 12 | 75.07
o31ai_1 | 12 | 90.09
nor4b_1 | 11 | 96.34
nor2b_1 | 10 | 62.56
buf_2 | 9 | 45.04
a222oi_1 | 7 | 70.07
and2_1 | 7 | 43.79
or2_2 | 7 | 43.79
a21o_1 | 4 | 30.03
mux2_2 | 4 | 45.04
o41ai_1 | 4 | 35.03
or3_1 | 4 | 25.02
a31oi_1 | 3 | 18.77
dfrtn_1 | 3 | 75.07
## flip-flops by register name (all words and copies together), names as in the netlist
register and cells:
timerMain.Seconds.lowerCounter.state 27, s.state 2, timerMain.Seconds.upperCounter.state 27, ttd.state 4
clockC.fasterClockCounter.state 27, clockC.slowClockCounter.state 27, timerMain.Minutes.lowerCounter.state 27, s.previousPauseValue 1
ttd.min0.Display 7, clockC.fastClockCounter.state 27, s.Instruction 4, ttd.sec0.Display 7
timerMain.Minutes.upperCounter.state 27, ttd.sec1.Display 7, ttd.min1.Display 7
## metrics by stage
step | instance area [sq um] | hold WS [ps] | utilization (%)
2_1_floorplan | 11070 | 432.9 | -
3_3_place_gp | 11540 | 457.0 | 53.07
3_5_place_dp | 11540 | 460.6 | 53.07
4_1_cts | 11880 | 468.6 | 54.62
5_1_grt | 11880 | 477.2 | 54.62
6_report | 11880 | 464.3 | 54.62
## cell type report
cell class / instances / area (sq um) / share of cell area [%]
repair buffers: 39 / 382.9 / 3.222
clock buffers: 11 / 232.7 / 1.959
flip-flops and latches: 228 / 5552 / 46.72
clock inverters: 5 / 105.1 / 0.8845
well taps: 280 / 350.3 / 2.948
inverters: 28 / 108.9 / 0.9161
multi-input cells: 827 / 5151 / 43.35
## cell usage in the layout (no fill, tap or decap), types with 13 or more instances in the layout
cell / instances
a21oi_1: 36
and3_1: 33
and4_1: 13
clkdlybuf4s50_1: 31
dfrtp_1: 189
dfxtp_1: 33
ha_1: 27
inv_1: 27
nand2_1: 108
nand3_1: 79
nand4_1: 52
nor2_1: 129
nor3_1: 18
nor4_1: 23
o21ai_0: 49
xnor2_1: 82
xor2_1: 63
## layer usage
metal | global-route usage (%) | up-vias
met3 | 2.318 | 8
met1 | 33.50 | 3640
met5 | 0 | -
met2 | 30.67 | 91
li1 | - | 3934
met4 | 1.500 | 0
## power groups by stage
stage	Combinational [W]	Sequential, W	Clock [W]
after global routing	0.0000592	0.000624	0.000686
after CTS	0.0000524	0.000623	0.000663
final	0.0000499	0.000624	0.000646
Power is estimated from default activity; no workload was simulated.
