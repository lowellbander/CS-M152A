==> design/flow/config.mk <==
export PLATFORM = sky130hd
export DESIGN_NAME = fpcvt
export DESIGN_NICKNAME = fpcvt
export VERILOG_FILES = /design/flow/design.v
export SDC_FILE = /design/flow/constraint.sdc
export NUM_CORES = 4
export LEC_CHECK = 1
export CORE_UTILIZATION = 30
==> design/flow/design.v <==
module fpcvt(D, S, E, F
    );
	input [11:0] D;
	output S;
	output [2:0] E;
	output [3:0] F;
    wire [10:0] mag;
    wire [3:0] zeroCount;
    wire [3:0] exponent;
    wire round;
    wire overflow;
    wire [2:0] tempE;
    wire [3:0] tempF;
    wire [3:0] rv;
    twosComplementToSignMagnitude ttsm(.I(D), .S(S), .M(mag));
    leadingZeroesCount lzc(.I(mag), .O(zeroCount));
    assign exponent = (zeroCount > 7) ? 0 : 4'hb - zeroCount - 4'h4;
    assign tempE = exponent[2:0];
    extractSignicifandAndRoundBit esr(.I(mag), .exponent(tempE), .significand(tempF), .round(round), .zeros(zeroCount));
    roundValueIfRound rvir(.I(tempF), .roundedVal(rv), .Round(round), .overflow(overflow));
    handleOverflow ho(.I(D), .roundedVal(rv), .significand(F), .oldE(tempE), .exponent(E), .overflow(overflow));
endmodule
module twosComplementToSignMagnitude(I, S, M);
    input [11:0] I;
    output [0:0] S;
    output [10:0] M;
    reg [11:0] temp;
    always @(*)
    begin
        if (I[11]) begin
            temp = ~I + 1;
        end
    end
    assign M = (I[11]) ? temp[10:0] : I[10:0];
    assign S = I[11];
endmodule
module leadingZeroesCount(I, O);
    input [10:0] I;
    output [3:0] O;
    reg [3:0] temp;
    always @(*)
    begin
        if (I[10]) begin
            temp = 0;
        end else if(I[9]) begin
            temp = 1;
        end else if(I[8]) begin
            temp = 2;
        end else if(I[7]) begin
            temp = 3;
        end else if(I[6]) begin
            temp = 4;
        end else if(I[5]) begin
            temp = 5;
        end else if(I[4]) begin
            temp = 6;
        end else if(I[3]) begin
            temp = 7;
        end else if(I[2]) begin
            temp = 8;
        end else if(I[1]) begin
            temp = 9;
        end else if(I[0]) begin
            temp = 10;
        end else begin
            temp = 11;
        end
    end
    assign O = temp;
endmodule
module extractSignicifandAndRoundBit(I, exponent, significand, round, zeros);
    input [10:0] I;
    input [2:0] exponent;
    output [3:0] significand;
    output round;
    input [3:0] zeros;
    reg [10:0] shiftedInput;
    reg [2:0] shiftAmount;
    always @(*)
    begin
        shiftedInput = I;
        if (zeros >= 7) begin
            shiftAmount = 0;
            shiftedInput = shiftedInput << 1;
        end
        case (shiftAmount)
            1:shiftedInput = {1'b0, shiftedInput[10:1]};
            2:shiftedInput = {2'b00, shiftedInput[10:2]};
            3:shiftedInput = {3'b000, shiftedInput[10:3]};
            4:shiftedInput = {4'b0000, shiftedInput[10:4]};
            5:shiftedInput = {5'b0_0000, shiftedInput[10:5]};
        endcase
    end
    assign round = shiftedInput[0];
    assign significand = shiftedInput[4:1];
endmodule
module roundValueIfRound(I, roundedVal, Round, overflow);
    input [3:0] I;
    output [3:0] roundedVal;
    input Round;
    output overflow;
    reg [4:0] sum;
    always @(*)
    begin
        if (Round) begin
            sum = {0, I} + 1;
        end
    end
    assign overflow = Round ? sum[4] : 0;
    assign roundedVal = Round? sum[3:0] : I;
endmodule
module handleOverflow(I, roundedVal, significand, oldE, exponent, overflow);
    input [11:0] I;
    input [3:0] roundedVal;
    output [3:0] significand;
    output [2:0] exponent;
    input [2:0] oldE;
    input overflow;
    assign significand = (I == 12'h7FF || I == 12'h800) ? 4'hF : (overflow ? 4'h8 : roundedVal);
    assign exponent = (I == 12'h800) ? 3'h7 : (overflow ? oldE + 1 : oldE);
endmodule
==> design/flow/constraint.sdc <==
current_design fpcvt

set clk_period 6.8
set clk_io_pct 0.2

create_clock -name clk0 -period $clk_period

set non_clock_inputs [all_inputs -no_clocks]
set_input_delay [expr $clk_period * $clk_io_pct] -clock clk0 $non_clock_inputs
set_output_delay [expr $clk_period * $clk_io_pct] -clock clk0 [all_outputs]
==> design/flow/run.sh <==
#!/bin/bash
# OpenROAD 26Q1-2900-gdf79404cd8, Yosys 0.63+post, stock flow scripts
make -C /OpenROAD-flow-scripts/flow DESIGN_CONFIG=/design/flow/config.mk WORK_HOME=/design/flow/orfs finish
==> flow_metrics.py <==
# Metrics from the implementation run
metrics = {
    "outcome": {
        "status": "finished clean",
    },
    "layout": {
        "drive_gt1_frac": 0.08411,
        "n_fill_cell": 547,
        "flop_area_um2": 285.3,
        "final_common_cell": "clkdlybuf4s50_1",
        "area_growth_pct": 13.07,
        "lay_top_cells": "20 x clkdlybuf4s50_1, 19 x dlxtp_1, 18 x nor2_1",
        "final_util": 0.3638,
        "final_cells": 281,
        "logic_area_um2": 1157,
    },
    "final_timing": {
        "min_period_ns": 5.558,
        "unclocked_pins": 19,
        "untimed_endpoints": 19,
        "tns_ns": 0,
        "final_hold_viol_count": 0,
        "slew_violations": 0,
        "slew_headroom": 0.5967,
        "worst_slew_pin_slew_ns": 0.6048,
        "finalSetupViolCount": 0,
        "rsz0062_at_grt": "no",
        "fin_crit_sh": 0.8174,
        "max_freq_mhz": 179.9,
    },
    "logic_synthesis": {
        "ys_cells": 206,
        "numSynthFlops": 19,
        "mappedNetlistArea_um2": 1570,
        "top_cells_by_area": "dlxtp_1 18%, nand2b_1 5.2%, mux2i_1 5.1%, nor2_1 4.3%, nand2_1 4.1%",
        "yosysWarnings": 7,
        "ff_type": "dlxtp_1",
        "async_reset_ff_frac": 0,
        "edf_count": 0,
        "yosys.area.top_type_share": 0.1817,
        "yosysTopAreaCell": "dlxtp_1",
        "synthCells": 206,
        "postSynthAreaPerCell_um2": 7.623,
        "ys_area_um2": 1570,
        "synth_cell_type_count": 61,
    },
    "floorplanning": {
        "io_pins": 20,
        "core_area_um2": 4880,
        "num_rows": 25,
        "core_util_floorplan": 0.3218,
        "die_y_um": 74.35,
        "dieArea_um2": 5527,
        "die_w_um": 74.35,
    },
    "place": {
        "numPlacedInstances": 281,
        "gp_congestion": 0.8681,
        "hpwl_um": 2764,
        "io_buffers": 20,
    },
    "cts": {
        "cts_resized": 0,
        "hold_buffers": 0,
        "post_cts_buffers": 0,
    },
    "worst_setup_path": {
        "crit_path_max_fanout": 44,
        "worstPathRequired_ns": 5.44,
        "critPathArrivalTime_ns": 4.20,
        "start_kind": "input pin",
        "critical_path_class": "in2out",
        "end_kind": "output port",
    },
    "pwr": {
        "p_leak_nw": 0.6849,
        "power_density_nw_per_um2": 45.79,
        "ir_drop_mv": 0.03518,
    },
    "global_routing": {
        "grt_max_degree": 45,
        "antenna_found_initial": 0,
        "overflow": 0,
        "grt_pass1_vias": 1204,
        "grt_pass1_wl_um": 5699,
        "track_usage": 0.1320,
    },
    "job": {
        "warnings": 33,
        "cap_violations": 0,
    },
    "min_path": {
        "hold_path_depth": 3,
        "hp-class": "in2out",
    },
    "routing": {
        "routedWlPerCell_um": 12.32,
        "ant_nets": 0,
        "via_per_inst": 5.139,
        "dr.first_iter.drc_count": 132,
        "antennaDiodeCount": 0,
        "via_count": 1444,
        "dr.pass1.iters": 4,
        "remaining_drc_errors": 0,
        "totalWireLength_um": 3462,
    },
}
==> per-layer routing <==
layer | share of wire | vias up | track usage
li1 | - | 757 | -
met1 | 0.52 | 663 | 0.2112
met2 | 0.46 | 22 | 0.2111
met3 | 0.013 | 2 | 0.001374
met4 | 0.0049 | 0 | 0.01048
met5 | 0 | - | 0
==> sequential cells by signal, summed over array words and instances (netlist names) <==
name,cells
rvir.sum,5
esr.shiftAmount,3
ttsm.temp,11
==> power by group <==
group          leakage [nW]  internal, W  switching (W)  total (W)
Sequential            0.149   0.00000925     0.00000232  0.0000116
Clock                     0            0              0          0
Combinational         0.536    0.0000351      0.0000346  0.0000697
Total                 0.685    0.0000444      0.0000369  0.0000813
==> worst max-delay path, stage by stage <==
cell             delay, ns
clkdlybuf4s50_1       0.45
buf_4                 0.37
or3b_1                0.39
a222oi_1              0.29
or3_1                 0.22
a21o_4                0.20
a31o_1                0.25
nand2_1               0.08
o311ai_1              0.08
clkdlybuf4s50_1       0.50
==> path summary, 6_finish.rpt <==
path / from / endpoint / slack (ns)
worst min-delay path: D[11] / S / 3.84
worst max-delay path: D[11] / F[2] / 1.24
==> kinds of logic (layout without fill, tap and decap cells) <==
| logic type | count (synthesis) | count (layout) | synth area share |
|---|---|---|---|
| and+or+nand+nor | 83 | 83 | 0.2964 |
| AOI/OAI and AO/OA | 51 | 51 | 0.2446 |
| buffers and inverters | 24 | 32 | 0.08127 |
| latches | 19 | 19 | 0.1817 |
| xor gates and xnor gates | 13 | 13 | 0.07251 |
| muxes | 12 | 12 | 0.09163 |
| adders and majority gates | 4 | 4 | 0.03187 |
==> synth_stat cells (all sizes together) (2+ instances only) <==
master and instances:
nand2b 14, nand2 18, xor2 6, nor3 8, nand4 2, nand3 2
buf 7, a21o 3, nor3b 3, mux2i 8, nand3b 2, o211ai 2
o21ai 11, o311ai 2, a31o 2, and2 2, dlxtp 19, clkbuf 6
a32oi 2, mux2 3, nor2b 4, or3 2, a21oi 7, ha 4
xnor2 7, nand4b 2, o21a 3, a221o 2, a211oi 5, o22ai 3
inv 11, nor2 19
==> per-stage QoR <==
step	total power, W	setup slack [ns]	hold slack, ns	instance area (um^2)
finish	0.00008130	1.242	3.836	1775
global route	0.00008901	1.058	3.890	1775
CTS	0.00008158	1.227	3.837	1775
detailed placement	0.00008134	1.229	3.839	1775
global placement	0.00008171	1.284	3.840	1775
floorplan	0.00005538	2.636	2.786	1570
==> final cells by class <==
cell class	instances	share of cell area
inverter	11	0.02326
multi-input combinational	163	0.6519
sequential	19	0.1607
tap	67	0.04722
timing repair buffer	21	0.1170
Power is estimated from default activity; no workload was simulated.
